==> design/flow/design.v <==
module delta_sigma_modulator (
  input wire clk,       
  input wire reset,     
  input wire data_in,   
  output reg quant_out  
);
  reg [15:0] integrator1, integrator2, integrator3;  
  reg [15:0] feedback1, feedback2, feedback3;        
  reg [2:0]  quantizer;                              
  always @(posedge clk or posedge reset) begin
    if (reset) begin
      integrator1 <= 16'b0;
      integrator2 <= 16'b0;
      integrator3 <= 16'b0;
      feedback1   <= 16'b0;
      feedback2   <= 16'b0;
      feedback3   <= 16'b0;
      quantizer   <= 3'b0;
    end else begin
      integrator1 <= integrator1 + data_in - feedback1;
      integrator2 <= integrator2 + integrator1 - feedback2;
      integrator3 <= integrator3 + integrator2 - feedback3;
      quantizer <= {integrator3[15], integrator2[15], integrator1[15]};  
      feedback1 <= (quantizer[0] << 15);  
      feedback2 <= (quantizer[1] << 15);  
      feedback3 <= (quantizer[2] << 15);  
    end
  end
  always @(posedge clk) begin
    quant_out <= quantizer[2];
  end
endmodule
==> design/flow/run.sh <==
#!/bin/bash
# OpenROAD 26Q1-2900-gdf79404cd8, Yosys 0.63+post, stock flow scripts
make -C /OpenROAD-flow-scripts/flow DESIGN_CONFIG=/design/flow/config.mk WORK_HOME=/design/flow/orfs finish
==> design/flow/config.mk <==
export PLATFORM = sky130hd
export DESIGN_NAME = delta_sigma_modulator
export DESIGN_NICKNAME = delta_sigma_modulator
export VERILOG_FILES = /design/flow/design.v
export SDC_FILE = /design/flow/constraint.sdc
export NUM_CORES = 4
export LEC_CHECK = 1
export CORE_UTILIZATION = 40
==> design/flow/constraint.sdc <==
current_design delta_sigma_modulator

set clk_period 5.3
set clk_io_pct 0.2

create_clock -name clk0 -period $clk_period [get_ports {clk}]

set non_clock_inputs [all_inputs -no_clocks]
set_input_delay [expr $clk_period * $clk_io_pct] -clock clk0 $non_clock_inputs
set_output_delay [expr $clk_period * $clk_io_pct] -clock clk0 [all_outputs]
==> job_summary.md <==
### Flow metrics

| Metric | Value |
|---|---|
| Final Max Tran Viols | 0 |
| Outcome | finished clean |
| Setup violations, final | 0 |
| CP endpoint kind | flip-flop |
| Post-layout util | 44.7% |
| Clock buffer count from CTS | 5 |
| FF-to-FF path depth | 10 |
| Grt ovf | 0 |
| Die W | about 100 um |
| GP Congestion | 0.850 |
| Root Driver | clkbuf_8 |
| Yosys top cell by area | dfrtp_1 |
| Die Span Y | 104 um |
| Post-synth EDFFs | 0 |
| Post-Syn Area | 4160 um^2 |
| CORE AREA | 9910 um^2 |
| Largest net degree at the start of global routing | 55 |
| Vias per cell | 4.81 |
| Vias | 2,845 |
| Latency at later pin | 0.31 ns |
| DRT Wirelength | ~6600 um |
| Arr. time, crit path | roughly 3.0 ns |
| Top-Level Pins | 4 |
| Startpoint types | primary input |
| Final Hold Viols | 0 |
| DR pass1 iterations | 4 |
| H-tree Lvls | 2 |
| Initial antenna violation count | 0 |
| Number of diodes | 0 |
| Slew headroom | 51.9% |
| Max stage delay on crit path | approximately 0.40 ns |
| Yosys synthesis chip area | 4160 um^2 |
| Final Skew | 0.00672 ns |
| Cells after synthesis | 453 |
| R2R Setup Slk | 2.92 ns |
| Min-Delay Endpoint | feedback2[15] |
| Die area | 10,800 um^2 |
| Area leader share | 32.5% |
| Max Clock Freq | 0.357 GHz |
| Syn Area/Cell | 9.18 um^2 |
| Vias in the first global route | 2,782 |
| CTS Hold Bufs | 0 |
| Global-route wire length before repair | 12,000 um |
| Syn. warnings | 1 |
| Placed cell count | 584 |
| Slowest cell on the critical path | clkdlybuf4s50_1 |
| Hold Startpoint | quantizer[1] |
| Clk slew on worst S/H paths | 0.10 ns |
| Routed length per instance | 11.2 um |
| Cell variety after synth | 49 |
| Unrepaired setup endpoints after global routing | false |
| Total global-route track usage | a little over an eighth |
| Hold Crit Depth | 0 |
| Fraction of registers with async set/reset | 98.2% |
| Site row count | 36 |
| Measured slew at the worst slew-check pin | about 0.7 ns |
| Yosys cell count | 453 |
| Crit path cell chain | clkdlybuf4s50_1 > ha_1 > inv_1 > ha_1 > o21bai_1 > o2bb2ai_1 > o41a_4 > a211oi_2 > o21bai_1 > xor2_1 |
| Initial DRC count | about 130 |
| Layout Cells excl Fill | 592 |
| Main area contributors after synthesis | dfrtp_1 32%, ha_1 23%, inv_1 9.7% |
| Reg-to-Reg End | integrator2[12] |
| Port Buffers | 3 |
| CTS sink count | around 55 |
| Post-route DRC | 0 |
| FF-to-FF Start | integrator1[2] |
| Setup TNS | 0 ns |
| Clk buf depth | 2 |
| Max Cap Viol | 0 |
| FP Core Util | 42.0% |
| Post_cts resized | 0 |
| Req. time, crit path | 5.49 ns |
| CP Class | primary input to flip-flop |
| OpenROAD warning count | 27 |
| Main synth FF type | dfrtp_1 |
| Antenna-violating nets left | 0 |
| Seq share, synth | ~33% |
| Crit path max fanout | 3 |
| TritonCTS clock tree | built |
| Share of layout cells above drive strength 1 | 3.92% |
| Post-CTS Setup Inserts | 0 |
| Minimum clock period | 2.80 ns |
| Final period utilization | 52.8% |
| Area delta synth->final | 6.53% |
| Worst Hold Class | flip-flop to flip-flop |
| Synthesized registers | 55 |
| Detailed Place HPWL | 5170 um |
synth_stat cells (2+ instances only):
| library cell | count |
|---|---|
| nor2b_1 | 3 |
| nand2_1 | 18 |
| a221oi_2 | 2 |
| nor2_1 | 17 |
| o2bb2ai_1 | 2 |
| o211a_1 | 2 |
| o21ai_1 | 3 |
| ha_1 | 75 |
| a41oi_1 | 3 |
| and3_1 | 4 |
| a21oi_1 | 24 |
| xnor2_1 | 32 |
| o21bai_1 | 5 |
| a31oi_1 | 4 |
| inv_1 | 107 |
| o21ai_0 | 15 |
| nand3_1 | 6 |
| nand4_1 | 4 |
| xor2_1 | 16 |
| nor3_1 | 4 |
| nand2b_1 | 8 |
| dfrtp_1 | 54 |
| clkbuf_1 | 4 |
| a21o_1 | 16 |
state kept, by name, indices dropped and copies added (netlist names):
name         flops
integrator2     16
quantizer        3
feedback3        1
integrator1     16
feedback2        1
feedback1        1
integrator3     16
quant_out        1
layout make-up:
| type | instances | area, um^2 |
|---|---|---|
| timing repair buffer | 4 | 37.5 |
| multi-input combinational | 285 | 2360 |
| fill | 957 | 5480 |
| sequential | 55 | 1370 |
| inverter | 107 | 402 |
| clock buffer | 6 | 82.6 |
| clock inverter | 2 | 16.3 |
| tap | 133 | 166 |
cells by family (layout without fill, tap and decap cells):
| logic type | after synthesis | after routing | share of synthesized area (%) |
|---|---|---|---|
| AOI/OAI and AO/OA | 92 | 92 | 15.6 |
| buffers and inverters | 113 | 119 | 10.4 |
| DFF | 55 | 55 | 33.0 |
| and+or+nand+nor | 70 | 70 | 8.33 |
| adders and majority gates | 75 | 75 | 22.6 |
| xor gates and xnor gates | 48 | 48 | 10.1 |
through the flow:
stage | setup slack (ns) | instance area (um^2) | hold WS [ns]
3_5_place_dp | 2.17 | 4330 | 0.339
2_1_floorplan | 2.69 | 4160 | 0.331
5_1_grt | 2.40 | 4430 | 0.366
4_1_cts | 2.50 | 4430 | 0.362
6_report | 2.50 | 4430 | 0.359
3_3_place_gp | 2.18 | 4330 | 0.337
worst max-delay path, delay by kind of cell:
family,cells,cell delay (ns)
fa+ha+maj,2,0.38
xor+xnor,1,0.14
compound gates,5,0.96
buf+inv,2,0.46
metal layers:
| layer | wire length [um] | GRT usage [%] |
|---|---|---|
| met5 | 0 | 0 |
| met1 | 3220 | 20.0 |
| met2 | 3110 | 23.0 |
| met4 | 34 | 0.918 |
| met3 | 251 | 1.79 |
layout by cell type (no fill, tap or decap), types with 4 or more instances in the layout:
cell | Yosys | layout
inv_1 | 107 | 106
ha_1 | 75 | 75
dfrtp_1 | 54 | 54
xnor2_1 | 32 | 32
a21oi_1 | 24 | 24
nand2_1 | 18 | 18
nor2_1 | 17 | 17
xor2_1 | 16 | 16
a21o_1 | 16 | 16
o21ai_0 | 15 | 15
nand2b_1 | 8 | 8
nand3_1 | 6 | 6
clkbuf_8 | 0 | 6
o21bai_1 | 5 | 5
and3_1 | 4 | 4
nor3_1 | 4 | 4
a31oi_1 | 4 | 4
nand4_1 | 4 | 4
how the worst max path moves through the flow:
| stage | from | end | slack [ns] | cells past startpoint |
|---|---|---|---|---|
| 4_1_cts | data_in | integrator1[12] | 2.50 | 10 |
| 5_1_grt | data_in | integrator1[12] | 2.40 | 10 |
| 6_report | data_in | integrator1[12] | 2.50 | 10 |
