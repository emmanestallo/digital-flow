`./config.mk`:
```
export PLATFORM = sky130hd
export DESIGN_NAME = dec_3x8
export DESIGN_NICKNAME = dec_3x8
export VERILOG_FILES = /design/flow/design.v
export SDC_FILE = /design/flow/constraint.sdc
export NUM_CORES = 4
export LEC_CHECK = 1
export CORE_AREA = 10 10 70 70
export DIE_AREA = 0 0 80 80
```
`./design.v`:
```
module dec_3x8(not_y,y,in,en);
    input [2:0] in;
    input en;  
    output reg [7:0]y;
    output reg [7:0]not_y; 
    always @(in,en)
        begin
            if (en==0)
            begin
                if(in[2]==1'b0 & in[1]==1'b0 & in[0]==1'b0)
                    y=8'b11111110;
                else if(in[2]==1'b0 & in[1]==1'b0 & in[0]==1'b1)
                    y=8'b11111101;      
                else if(in[2]==1'b0 & in[1]==1'b1 & in[0]==1'b0)
                    y=8'b11111011;
                else if(in[2]==1'b0 & in[1]==1'b1 & in[0]==1'b1)
                    y=8'b11110111; 
                else if(in[2]==1'b1 & in[1]==1'b0 & in[0]==1'b0)
                    y=8'b11101111;
                else if(in[2]==1'b1 & in[1]==1'b0 & in[0]==1'b1)
                    y=8'b11011111;      
                else if(in[2]==1'b1 & in[1]==1'b1 & in[0]==1'b0)
                    y=8'b10111111;
                else if(in[2]==1'b1 & in[1]==1'b1 & in[0]==1'b1)
                    y=8'b01111111;      
                else 
                    y=8'bxxxxxxxx;   
                not_y = ~y;
            end
            else 
                y=8'b11111111;
        end
endmodule
```
`./constraint.sdc`:
```
current_design dec_3x8

set clk_period 1.6
set clk_io_pct 0.2

create_clock -name clk0 -period $clk_period

set non_clock_inputs [all_inputs -no_clocks]
set_input_delay [expr $clk_period * $clk_io_pct] -clock clk0 $non_clock_inputs
set_output_delay [expr $clk_period * $clk_io_pct] -clock clk0 [all_outputs]
```
`./run.sh`:
```
#!/bin/bash
# OpenROAD 26Q1-2900-gdf79404cd8, Yosys 0.63+post, stock flow scripts
make -C /OpenROAD-flow-scripts/flow DESIGN_CONFIG=/design/flow/config.mk WORK_HOME=/design/flow/orfs finish
```
==> impl_metrics.csv <==
group,metric,value,unit
critical_path,crit_chain,"buf_2 -> or4b_4 -> dlygate4sd2_1",
logic_synthesis,synth_area,282,µm²
floorplanning,fp.dieW,80,µm
power,power.leakage,0.202,nW
critical_path,critPathMaxFanout,6,
placed_design,hpwl,707,µm
drt,num_vias,286,
run_status,status,"finished, final reports clean",
critical_path,start_kind,"input port",
logic_synthesis,top_cell_area_share,0.427,
drt,wl_per_cell,9.04,µm
sta,relSlewSlack,0.903,
critical_path,endpoint_kind,"output pin",
finish,fill_cells,395,
global_route,grtUsageTotal,0.0244,
sta,final-setup-viol-count,0,
finish,area_growth,90.7,%
run,drv_cap,0,
global_route,grt_pass1_vias,287,
global_route,grt_max_degree,12,
drt,drt_iter0_markers,5,
logic_synthesis,top_cells_by_area,"dlxtn_1 (43%), nand4bb_1 (12%), or4b_1 (11%)",
placed_design,port_buffers,20,
sta,fin_ws,0.0492,ns
sta,unclocked_regs,8,
worst_hold_path,hp-class,"input port to output pin",
drt,drcViolationCount,0,
sta,finalHoldViolCount,0,
logic_synthesis,syn_area_per_cell,10.4,µm²
finish,drive_above_1_share,0.188,
drt,antenna_cells,0,
drt,dr.pass1.iters,2,
floorplanning,fp.dieArea,6400,µm²
logic_synthesis,yosys_area,282,µm²
critical_path,crit_type,"input port to output pin",
finish,final_cell_mix,"clkdlybuf4s50_1 (11), dlxtn_1 (8), dlygate4sd2_1 (5), buf_2 (4)",
global_route,grt_pass1_wl,1280,µm
finish,final_common_cell,"clkdlybuf4s50_1",
sta,finalCritPeriodShare,0.969,
global_route,antenna_found_initial,0,
drt,vias_per_cell,3.04,
sta,worstMarginPinSlew,0.144,ns
sta,rsz0062_at_grt,"false",
finish,final_util,0.157,
logic_synthesis,yosys.area.top_type,"dlxtn_1",
floorplanning,rows,21,
placed_design,post-place-ws,-0.512,ns
run,openroad.warnings,32,
sta,untimed_endpoints,16,
sta,fmax,0.645,GHz
drt,ant_nets,0,
logic_synthesis,synth_flops,8,
drt,drt-total-wl,850,µm
logic_synthesis,ys_types,11,
critical_path,crit_path_max_incr_delay,0.52,ns
power,powerDensity,136,nW/µm²
floorplanning,initial_utilization,0.0824,
placed_design,gp_congestion,0.634,
floorplanning,boundaryPins,20,
floorplanning,core-area,3420,µm²
logic_synthesis,synthCells,27,
worst_hold_path,min_path_cells,3,
sta,period_needed,1.55,ns
critical_path,crit_slowest_cell,"or4b_4",
power,peakVddDrop,0.0672,mV
logic_synthesis,yosys_warnings,1,
floorplanning,fp.dieH,80,µm
sta,slew_viol_final,0,
critical_path,required,1.28,ns
global_route,globalRouteOverflowTotal,0,
clock_network,cts_setup_buffers,0,
critical_path,cp.arrival,1.23,ns
logic_synthesis,synth_stat.cells,27,
placed_design,dp.cells,94,
finish,final_cells,94,
finish,largest_reg_flops,8,
## final timing paths
check | slack, ns | from | end
min | 1.08 | in[0] | y[4]
max | 0.05 | in[1] | y[1]
## what timing repair did
action | in CTS | in global routing
gates resized | 23 | 2
pin swaps | 2 | 1
hold buffers | 0 | 0
gates cloned | 0 | 0
endpoints found under the setup margin | 8 | 3
endpoints found under the hold margin | 0 | 0
## cell families after synthesis
family / Yosys count / synth area share
buffers and inverters: 3 / 0.0756
AND/OR/NAND/NOR: 16 / 0.498
latches: 8 / 0.427
## cell type report
class,count,area [µm²],area share
tap,46,57.6,0.107
timing repair buffer,24,215,0.401
multi-input combinational,16,144,0.268
sequential,8,120,0.224
## synthesized netlist by cell type
master,count
nand4b_1,1
nand4bb_1,3
nor3b_1,3
buf_2,2
buf_6,1
nor3_1,1
and3b_1,3
or4_1,1
dlxtn_1,8
or4b_1,3
and3_1,1
## per-stage QoR
| step | hold WS (ns) | total power [mW] | TNS [ns] | area, µm² |
|---|---|---|---|---|
| after floorplan | 0.685 | 0.0347 | 0 | 282 |
| after global placement | 1.72 | 0.0769 | -3.48 | 548 |
| after detailed placement | 1.71 | 0.0775 | -3.50 | 548 |
| after CTS | 1.09 | 0.0746 | 0 | 539 |
| after global routing | 1.10 | 0.0816 | 0 | 537 |
| final | 1.08 | 0.0730 | 0 | 537 |
## power by group
part / switching (mW) / total (mW) / internal, mW
combinational: 0.0239 / 0.0597 / 0.0358
clock: 0 / 0 / 0
sequential: 0.000923 / 0.0133 / 0.0124
total: 0.0248 / 0.0730 / 0.0482
## per-layer routing
metal	global-route usage	part of all wire
met5	0	0
met4	0	0
met3	0.0170	0.20
met2	0.0329	0.32
met1	0.0328	0.48
## critical path, delay by kind of cell
kind,cells,cell delay (ns)
and+or+nand+nor,1,0.52
buffers and inverters,2,0.39
Power figures rest on the tool's default switching activity, not on a simulated workload.
